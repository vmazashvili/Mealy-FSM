===== flow/run.sh =====
#!/bin/bash
# OpenROAD 26Q1-2900-gdf79404cd8, Yosys 0.63+post, stock flow scripts
make -C /OpenROAD-flow-scripts/flow DESIGN_CONFIG=/design/flow/config.mk WORK_HOME=/design/flow/orfs finish

===== flow/config.mk =====
export PLATFORM = sky130hd
export DESIGN_NAME = baseline_c5gx
export DESIGN_NICKNAME = baseline_c5gx
export VERILOG_FILES = /design/flow/design.v
export SDC_FILE = /design/flow/constraint.sdc
export NUM_CORES = 4
export LEC_CHECK = 1
export CORE_AREA = 10 10 70 70
export DIE_AREA = 0 0 80 80

===== flow/constraint.sdc =====
current_design baseline_c5gx

set clk_period 1.8
set clk_io_pct 0.2

create_clock -name clk0 -period $clk_period [get_ports {CLOCK_125_p}]

set non_clock_inputs [all_inputs -no_clocks]
set_input_delay [expr $clk_period * $clk_io_pct] -clock clk0 $non_clock_inputs
set_output_delay [expr $clk_period * $clk_io_pct] -clock clk0 [all_outputs]

===== flow/design.v =====
`timescale 1ns / 1ps
module baseline_c5gx(
	input              CLOCK_125_p,  
	input       [1:0]  KEY,
	output      [1:0]  LEDR,
	input       [1:0]  SW
);
	wire clk;
	wire rst;
	wire button;
	wire[1:0] switches;
	wire buttonTrigger;
	wire rstDeb;
	assign clk = CLOCK_125_p;
	assign switches = SW[1:0];
	assign button = !KEY[1];
	assign rst = !KEY[0];
reg [1:0] leds;
	assign LEDR[1:0]= leds;
	parameter green = 2'b00, blue = 2'b01,
			 pink = 2'b10, yellow = 2'b11;
	reg[1:0] next_state;
	reg[1:0] current_state;
	reg buttonPrev;
 	always @(posedge clk) begin
	buttonPrev <= button;
end
	assign buttonTrigger = !buttonPrev & button;
	always @(posedge clk) begin
		if(rst)
			current_state <= green;
		else if(buttonTrigger) begin
			current_state <= green;
					case(current_state)
			green   : current_state <= blue;
			blue    : current_state <= switches[0] == 1 ? yellow : pink;
			pink    : current_state <= switches[0] == 1 ? blue : green;
			yellow  : current_state <= switches[1] == 1 ? yellow : green;
			default: current_state <=2'bxx;
			endcase
		end
	end
	always @(current_state, switches) begin
if(rst) begin
			leds[0] <= 0;
			leds[1] <= 0;
		end
		else begin
			leds[0] <= !current_state[1] && switches[0] || !current_state[0];
			leds[1] <= !current_state[0] && switches[0] || !current_state[1] 
			&& !switches[0] || current_state[1] && current_state[0] && switches[1];
		end
	end
endmodule 

==> Changelog: implementation <==
### Changed

- Status: completed
- Worst-margin pin slew: between 200 and 250 ps
- Setup WS post-layout: 252 ps
- Top delay family on crit path: flip-flops
- Hold Crit Class: register to register
- Fin crit period: roughly 1500 ps
- Vias per cell: 2.35
- H-tree depth: 1
- Top-area cell share: between 30% and 40%
- Critical path required time: between 1000 and 1500 ps
- Worst stage delay on the critical path: ~400 ps
- # DRC: 0
- Routed WL per cell: 6.32 um
- Core Region: 3420 um2
- CP Cell Sequence: mux2i_1, a31oi_1, nor2_1, dlygate4sd2_1
- Clk root buf: clkbuf_4
- Worst EP arrival: between 1000 and 1500 ps
- Final period utilization: 86.0%
- Startpoint type of the worst setup path: register
- Final antenna-violating net count: 0
- Final Wtd Congestion: just over 0.7
- Type of the worst setup path: register to primary output
- Die H: 80 um
- Row count: 21
- Synth Seq Share: between 30% and 40%
- R2R Setup Slk: between 800 and 900 ps
- Max Root-Sink Buffers: 2
- RR Startpoint: current_state[1]
- Layout fillers: approximately 400
- Place WS: -347 ps
- Worst hold stages: 2
- First-pass GRT wire length: roughly 900 um
- Post-route setup TNS: 0 ps
- Syn Area/Cell: between 8 and 9 um2
- Netlist Area Pre-Place: 154 um2
- Fin. Hold Viols: 0
- Fin cells: about 78
- Most frequent cells after synthesis: 3 x a21oi_1, 3 x dfxtp_1, 2 x inv_1, 2 x nand2b_1, 2 x o21ai_0
- Share of async-settable or async-resettable flops after synthesis: 0%
- Finished Core Util: around a tenth
- # IOs: 7
- Vias in the first global route: 209
- Tool Warnings: 25
- Worst vdd ir: 97.2 uV
- Initial antenna violation count: 0
- # clock sinks: 3
- RSZ-0062 raised after global routing: false
- Overall routed net length: between 400 and 500 um
- Drt first pass iters: 2
- Worst Path Buf+Inv: 1
- Synth area leader: dfxtp_1
- Chip area: around 6400 um2
- Placed insts: between 70 and 80
- P per Cell Area: just under 700 nW/um2
- Worst-path maximum fanout: 6
- MaxCap Viol Count: 0
- CTS tree: done
- Via count: about 180
- Reg-to-reg critical path endpoint: current_state[0]
- Critical path's slowest cell: dfxtp_1
- Synth warnings: 1
- Cell Type Count: 12
- Hold Startpoint: current_state[0]
- CTS buffer count: 3
- Reg2reg path depth: 4
- All-Layer GR Usage: about 1.8%
- Die X: around 80 um
- Remaining Overflow, GRT: 0
- Worst Hold Endpoint: current_state[1]
- Final max-slew violation count: 0
- CTS Hold Bufs: 0
- Antenna Cells: 0
- Synth Flop Type: dfxtp_1
- Clock latency (worst-skew pair): approximately 230 ps
- Slew headroom: between 80% and 90%
- Final setup vio count: 0
- Floorplan Utilization: 4.51%
- Largest net degree at the start of global routing: 7
- Area Overhead vs Synth: 115%
- Synth area leaders: dfxtp_1 39%, a21oi_1 9.8%, nand2b_1 8.1%, mux2i_1 6.5%, o21ai_0 6.5%
- Clock Skew: about 2 ps
- Cells after synthesis: 19
- Initial DRC Count: 3
- Ys flops: 3
- Leakage power: roughly 0.00013 uW
- Fmax: approximately 650 MHz
- Clock slew at reported path FFs: 40 ps
- Crit end category: primary output
- Share of cells above drive strength 1: roughly 38%
- Number of synthesized flops with an enable pin: 0
- Number of buffers added on ports: 6
- Yosys cell count: 19
- Yosys chip area: between 150 and 200 um2
cell families (layout without fill, tap and decap cells):
group                  after synthesis  count (layout)  synth area share, %
flip-flops                           3               3                 39.0
AND/OR/NAND/NOR                      6               6                 23.6
AND-OR/OR-AND                        7               7                 26.0
multiplexers                         1               1                 6.50
buffers and inverters                2              15                 4.88
where the power goes:
group          switching, uW  internal, uW  total [uW]  leakage, uW
clock                   35.2          83.1         118    0.0000150
combinational           11.4          20.7        32.2    0.0000906
sequential              3.89          69.4        73.3    0.0000256
timing repair:
item / 4_1_cts / 5_1_grt
gates cloned: 0 / 0
setup endpoints to repair: 2 / 1
pin swaps: 1 / 0
setup buffers: 1 / 0
gates resized: 11 / 1
final cells by class:
| type | count | area, um2 | area share (%) |
|---|---|---|---|
| sequential | 3 | 63.8 | 19.3 |
| tap | 46 | 57.6 | 17.4 |
| inverter | 2 | 7.51 | 2.27 |
| timing repair buffer | 9 | 82.6 | 25.0 |
| multi-input combinational | 14 | 92.6 | 28.0 |
| clock buffer | 4 | 26.3 | 7.95 |
how the worst max path moves through the flow:
stage,from,endpoint,slack [ps],cells after the start
after CTS,current_state[1],LEDR[0],20,3
after global routing,current_state[0],LEDR[1],90,4
final,current_state[0],LEDR[1],250,4
flip-flops by register name, indices dropped and copies added (netlist names):
signal,count
current_state,2
buttonPrev,1
stage by stage:
stage,area [um2],power [uW],hold WS [ps]
6_report,330,224,539
5_1_grt,330,245,589
4_1_cts,328,230,540
3_5_place_dp,287,108,533
3_3_place_gp,287,106,511
2_1_floorplan,154,85.4,417
worst register-to-register path: cells and delay by family (launching register included):
| kind | cells | cell delay [ps] |
|---|---|---|
| compound gates | 2 | 350 |
| buf+inv | 1 | 140 |
| flops | 1 | 340 |
| simple gates | 1 | 80 |
cells in the final DEF (no fill, tap or decap):
cell,Yosys,layout
clkbuf_4,0,3
dlygate4sd2_1,0,3
buf_4,0,3
o21ai_0,2,2
nand2b_1,2,2
a21oi_1,3,2
dfxtp_1,3,2
inv_1,2,1
inv_2,0,1
mux2i_1,1,1
a31oi_1,1,1
nor2_1,1,1
or2b_4,0,1
a21oi_2,0,1
nor2_2,1,1
nand3_1,1,1
a311oi_1,1,1
clkbuf_1,0,1
dfxtp_4,0,1
clkdlybuf4s50_1,0,1
clkdlybuf4s15_2,0,1
dlymetal6s2s_1,0,1
metal layers:
| metal | share of wire [%] | GRT usage, % | up-vias |
|---|---|---|---|
| li1 | - | - | 93 |
| met1 | 39 | 1.66 | 79 |
| met2 | 32 | 2.33 | 9 |
| met3 | 27 | 2.50 | 2 |
| met4 | 2.0 | 0.528 | 0 |
| met5 | 0 | 0 | - |
Power and IR drop assume default switching activity.
